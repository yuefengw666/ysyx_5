## flow/run.sh

```bash
#!/bin/bash
# OpenROAD 26Q1-2900-gdf79404cd8, Yosys 0.63+post, stock flow scripts
make -C /OpenROAD-flow-scripts/flow DESIGN_CONFIG=/design/flow/config.mk WORK_HOME=/design/flow/orfs finish
```

## flow/config.mk

```make
export PLATFORM = sky130hd
export DESIGN_NAME = if_id
export DESIGN_NICKNAME = if_id
export VERILOG_FILES = /design/flow/design.v
export SDC_FILE = /design/flow/constraint.sdc
export NUM_CORES = 4
export LEC_CHECK = 1
export CORE_UTILIZATION = 30
```

## flow/constraint.sdc

```tcl
current_design if_id

set clk_period 1.1
set clk_io_pct 0.2

create_clock -name clk0 -period $clk_period [get_ports {clk}]

set non_clock_inputs [all_inputs -no_clocks]
set_input_delay [expr $clk_period * $clk_io_pct] -clock clk0 $non_clock_inputs
set_output_delay [expr $clk_period * $clk_io_pct] -clock clk0 [all_outputs]
```

## flow/design.v

```verilog
module if_id(
    input clk,
    input rst,
    input id_ready_i,
    input [63:0] if_id_pc_i,
    input [31:0] if_id_inst_i,
    output [63:0] if_id_pc_o,
    output [31:0] if_id_inst_o
);
always@(posedge clk)begin
  if(rst)begin
    if_id_pc_o   <= 'b0;
    if_id_inst_o <= 'b0;
  end
  else if(id_ready_i)begin
    if_id_pc_o   <= if_id_pc_i;
    if_id_inst_o <= if_id_inst_i;
  end
end
endmodule
```

==> flow_summary.yaml <==
# implementation run metrics
critical_path:
  rrSetupSlack_ps: 480
  worstSetupPathDepth: 1
  crit_buf_inv: 1
  cp-startpoint: "if_id_inst_o[23]"
  crit_path_top_delay_cell: "dfxtp_2"
  r2r_end: "if_id_pc_o[28]"
  slowest_delay_ps: 330
  cp_max_fo: 2
  crit_arrival_ps: 850
  required_ps: 880
  cp-endpoint: "if_id_inst_o[23]"
  r2r_start: "if_id_pc_o[28]"
  cp-end-kind: "output pin"
  worstSetupStartpointType: "flip-flop"
  critPathKind: "flip-flop to output pin"
  reg2regPathDepth: 2
  cp_top_family: "flip-flops"
  crit_chain: "clkdlybuf4s15_1"
routing:
  dr.pass1.iters: 3
  route.vias.total: 2733
  ant_nets: 0
  post_drt_via_cell_ratio: 4.25
  drc: 0
  post_drt_wl_per_cell_um: 13.4
  drt_wl_total_um: 8610
  n_antenna_cell: 0
  drtIter0Drc: 51
floorplan:
  fp_util_pct: 31.2
  rows: 38
  coreArea_sq_um: 11000
  die_x_um: 109
  fp.dieH_um: 109
  chipArea_sq_um: 11900
  ios: 195
yosys:
  synth_warnings: 5
  syn-cell-area_sq_um: 3430
  yosys.area.top_type: "dfxtp_1"
  top_cell_area_share_pct: 56.0
  topCellsByArea: "dfxtp_1 (56%), mux2i_1 (28%), nor2_1 (11%)"
  yosys_area_sq_um: 3430
  ys.flops: 96
  ys_types: 9
  yosysCellCount: 310
  ys_seq_share_pct: 56.0
  syn_avg_cell_area_sq_um: 11.1
  synth_cells: 310
final_layout:
  finish.instance_area_sq_um: 5790
  synthToLayoutAreaGrowth_pct: 68.7
  final_cell_mix: "mux2i_1 (96), nor2_1 (96), clkdlybuf4s50_1 (96)"
  final_layout_size_suffix_gt1_share_pct: 26.4
clock_tree:
  cts.path.max_buffers: 2
  cts_tree: "done"
  cts.reportedPaths.clkPinSlew_ps: 70
  insertion_delay_ps: 320
  cts_inserted_buffers: 9
  clkSinkCount: 96
  root_buffer: "clkbuf_16"
  h-tree-depth: 3
  hold_buffers: 0
place:
  placed_cell_area_sq_um: 5450
  io_buffer_count: 194
  dp_hpwl_um: 6000
  pre_cts_slack_ps: 48.7
  place_congestion: 0.747
power_and_ir_drop:
  ir_worst_vdd_uv: 824
  power_density_nw_per_um2: 1390
  finalPower_uw: 8050
  leakage_uw: 0.00257
sta:
  tns_ps: 0
  drv_slew: 0
  rsz0062_at_grt: "no"
  period_used_pct: 97.0
  finalWorstSetupSlack_ps: 32.5
  finalCriticalPeriod_ps: 1070
  holdWs_ps: 337
  timing_hold_violations_final: 0
  worst_pin_slew_ps: 268
  fin_skew_ps: 0
  clock.fmax_mhz: 937
  setup_violations: 0
  maxSlewHeadroom_pct: 82.1
job:
  log.warning_count: 25
  cap_violations: 0
grt:
  grt.total_usage_pct: 14.5
  grt_max_degree: 58
  antenna_found_initial: 0
  grt.overflow.total: 0
  grt_pass1_wl_um: 13300
  grt_pass1_vias: 2695
outcome:
  status: "complete, no violations"
hold_path:
  hold_class: "primary input to flip-flop"
==> metrics by stage <==
step / utilization (%) / std cells
2_1_floorplan: - / 310
3_3_place_gp: 49.6 / 627
3_5_place_dp: 49.6 / 627
4_1_cts: 53.4 / 643
5_1_grt: 52.7 / 643
6_report: 52.7 / 643
==> state kept, by name, summed over array words and instances, names as in the netlist <==
name,count
if_id_inst_o,32
if_id_pc_o,64
==> worst min-delay path by stage <==
stage                 startpoint  cells past startpoint               end
after global routing         rst                      3    if_id_pc_o[49]
after CTS                    rst                      3    if_id_pc_o[45]
final                        rst                      3  if_id_inst_o[12]
==> synthesized netlist by cell type, drive strengths merged <==
| master | number |
|---|---|
| buf | 15 |
| clkbuf | 7 |
| dfxtp | 96 |
| mux2i | 96 |
| nor2 | 96 |
==> cell type report <==
| class | instances | area, sq um |
|---|---|---|
| Multi-Input combinational cell | 192 | 1320 |
| Clock buffer | 12 | 246 |
| Tap cell | 140 | 175 |
| Sequential cell | 96 | 2040 |
| Timing Repair Buffer | 199 | 1950 |
| Clock inverter | 4 | 53.8 |
| Fill cell | 948 | 5200 |
==> where the power goes <==
group	internal, uW	switching [uW]	leakage [uW]	total [uW]
logic	748	342	0.00161	1090
registers	3720	97.1	0.000826	3820
clock network	1830	1310	0.000139	3140
==> metal layers <==
metal  up-vias  GRT usage (%)  part of all wire, %
li1       1386              -                    -
met1      1232           20.0                   44
met2       111           22.3                   44
met3         4           6.34                   11
met4         0           1.54                 0.65
met5         -              0                    0
==> kinds of logic (layout without fill, tap and decap cells) <==
logic type	Yosys count	in the layout	synth area share (%)
AND/OR/NAND/NOR	96	96	10.5
flip-flops	96	96	56.0
multiplexers	96	96	28.0
buffers and inverters	22	215	5.44
==> timing repair <==
item,in CTS,in global routing
setup endpoints to repair,96,19
cloned,0,0
gates resized,284,20
setup buffers,0,0
Power and IR drop assume default switching activity.
